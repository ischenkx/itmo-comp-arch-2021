===== run.sh =====
#!/bin/bash
# OpenROAD 26Q1-2900-gdf79404cd8, Yosys 0.63+post, stock flow scripts
make -C /OpenROAD-flow-scripts/flow DESIGN_CONFIG=/design/flow/config.mk WORK_HOME=/design/flow/orfs finish

===== config.mk =====
export PLATFORM = sky130hd
export DESIGN_NAME = mux2_32
export DESIGN_NICKNAME = mux2_32
export VERILOG_FILES = /design/flow/design.v
export SDC_FILE = /design/flow/constraint.sdc
export NUM_CORES = 4
export LEC_CHECK = 1
export CORE_AREA = 10 10 70 70
export DIE_AREA = 0 0 80 80
export SYNTH_HDL_FRONTEND = slang

===== constraint.sdc =====
current_design mux2_32

set clk_period 1.0
set clk_io_pct 0.2

create_clock -name clk0 -period $clk_period

set non_clock_inputs [all_inputs -no_clocks]
set_input_delay [expr $clk_period * $clk_io_pct] -clock clk0 $non_clock_inputs
set_output_delay [expr $clk_period * $clk_io_pct] -clock clk0 [all_outputs]

===== design.v =====
module sign_extend(in, out);
  input [15:0] in;
  output [31:0] out;
  assign out = {{16{in[15]}}, in};
endmodule
module shl_2(in, out);
  input [31:0] in;
  output [31:0] out;
  assign out = {in[29:0], 2'b00};
endmodule
module adder(a, b, out);
  input [31:0] a, b;
  output [31:0] out;
  assign out = a + b;
endmodule
module d_flop(d, clk, q);
  input [31:0] d;
  input clk;
  output reg [31:0] q;
  initial begin
    q <= 32'b0;
  end
  always @ (posedge clk)
    q <= d;
endmodule
module mux2_32(d0, d1, a, out);
  input [31:0] d0, d1;
  input a;
  output [31:0] out;
  assign out = a ? d1 : d0;
endmodule
module mux2_5(d0, d1, a, out);
  input [4:0] d0, d1;
  input a;
  output [4:0] out;
  assign out = a ? d1 : d0;
endmodule

==> Slide: Implementation Results <==
Run Summary

Status
  • Outcome: finished, violations left
  • Violations in the final reports: negative setup slack

Critical path
  • Critical Path RT: roughly 0.8 ns
  • Critical-path top delay cell: mux2_4
  • CP Data Arrival Time: 0.98 ns
  • Path type of the worst setup path: input port to output port
  • Worst setup path start: a
  • Max incr delay on CP: just under 0.3 ns
  • CP endpoint: out[0]
  • Crit. End Element: output port
  • Critical Path Most Common Cell: buf_12
  • CP startpoint kind: input port
  • Worst Path Max Fanout: 6
  • Crit-path cells: buf_12 -> buf_12 -> buf_12 -> mux2_4 -> buf_6

Route
  • Vias per std cell: 3.83
  • Pre-Repair DR Iteration Count: 2
  • Post-Route WL: around 2.8 mm
  • Antenna Cells: 0
  • # DRC: 0
  • Routed length per instance: 14.7 um
  • Drt initial violations: 3
  • Routed vias: around 720
  • ANT nets after route: 0

Place
  • Number of port buffers: roughly 97
  • Worst slack, placed: -0.499 ns
  • GPL Wtd Cong: approximately 0.8
  • Placed cell count: around 180

Clock network
  • CTS Hold Buffers Added: 0

Floorplanning
  • # rows: 21
  • IO Count: 97
  • FP Core Util: 0.159
  • Die Span Y: about 80 um
  • Die X: 80 um
  • Chip area: roughly 6400 um2
  • Core Area: ~3400 um2

GRT
  • Overall Global Routing Usage: 0.0753
  • Largest net degree at the start of global routing: 9
  • Vias in the first global route: ~760
  • Initial antenna violation count: 0
  • Grt total ovfl: 0
  • First-pass GRT wire length: 3.97 mm

Finish
  • Layout cell share with drive strength beyond 1: 0.552
  • Final cell count without fillers: 189
  • Clk_buf instances: 0
  • Registers: 0
  • Area Growth Syn to Fin: 199%
  • Fill cells: between 300 and 400
  • Register area: 0 um2
  • Comb area: 480 um2

Synth
  • Synth Area per Inst: 15.1 um2
  • Yosys cell count: 36
  • Post-synth seq share: 0
  • Cell area after synthesis: around 540 um2
  • Post-Syn Instances: 36
  • Synth warn: 0
  • Yosys synthesis chip area: about 540 um2
  • Distinct lib cells: 4

Power and ir drop
  • Combinational fraction of design power: 1.000
  • Clk pwr share: 0
  • Max rail drop VDD: 0.170 mV
  • Switch Pwr: about 0.00013 W
  • Seq pwr share: 0
  • Pwr Density: 390 nW/um2
  • Switching Share: 0.212
  • Internal: 0.000501 W
  • Leakage: just over 0.9 nW
  • Total power: 0.000636 W

Timing
  • Slew HR: 0.953
  • Hold Fails Final Rpt: 0
  • Fin worst setup slack: -0.183 ns
  • RSZ-0062 raised after global routing: true
  • Crit share post-route: 1.18
  • Final setup vio count: 32
  • Slew @ Worst Pin: 0.0703 ns
  • Slew Limit Fails: 0
  • Crit path time final: approximately 1.2 ns
  • Sum Neg Setup Slack: -4.35 ns
  • F_max: 845 MHz

Flow run
  • Tally of OpenROAD warnings: 34
  • Max_cap viols: 0

Hold path
  • Hold Path Class: input port to output port
-- worst min-delay path by stage --
stage         startpoint  cells past startpoint  slack [ns]      end
global route      d1[28]                      3        0.71  out[28]
finish            d0[21]                      3        0.69  out[21]
CTS               d0[24]                      3        0.80  out[24]
-- cells by family after synthesis --
logic type,after synthesis,synth area share
buffers and inverters,4,0.131
multiplexers,32,0.869
-- synthesized netlist by cell type, drive strengths merged --
cell | instances | area (um2)
mux2 | 32 | 473
buf | 4 | 71.3
-- layer usage --
layer  wire length [um]  vias up  track usage
met5                  0        -            0
met4                  0        0            0
met3                277        0       0.0284
met2               1350       51        0.132
met1               1160      320       0.0897
li1                   -      353            -
-- repair_timing --
item                       4_1_cts  5_1_grt
setup endpoints to repair       32       32
pin swaps                        0        0
gates resized                  157       15
setup buffers                   11        0
cloned                           1        0
-- worst max-delay path, delay by kind of cell --
family   cells  cell delay, ns
buf+inv      4            0.50
mux          1            0.29
-- area by class of cell --
type / count / area share
multi-input combinational: 32 / 0.295
timing repair buffer: 111 / 0.670
tap: 46 / 0.0353
-- metrics by stage --
stage / hold WS [ns] / cell area [um2] / utilization
after floorplan: 0.498 / 544 / -
after global placement: 1.33 / 1540 / 0.450
after detailed placement: 1.32 / 1540 / 0.450
after CTS: 0.799 / 1570 / 0.459
after global routing: 0.712 / 1630 / 0.477
final: 0.693 / 1630 / 0.477
-- layout by cell type (no fill, tap or decap), drive strengths merged --
cell type,instances
mux2,32
dlymetal6s2s,8
dlygate4sd2,37
clkdlybuf4s50,19
buf,47
-- power groups by stage --
stage	clock, W	combinational [W]	sequential (W)
4_1_cts	0	0.000627	0
5_1_grt	0	0.000679	0
6_report	0	0.000636	0
No activity file was given, so power comes from the tool's default toggle rates.
